===== design/flow/constraint.sdc =====
current_design hello_world

set clk_period 3.1
set clk_io_pct 0.2

create_clock -name clk0 -period $clk_period [get_ports {i_clk}]

set non_clock_inputs [all_inputs -no_clocks]
set_input_delay [expr $clk_period * $clk_io_pct] -clock clk0 $non_clock_inputs
set_output_delay [expr $clk_period * $clk_io_pct] -clock clk0 [all_outputs]

===== design/flow/config.mk =====
export PLATFORM = sky130hd
export DESIGN_NAME = hello_world
export DESIGN_NICKNAME = hello_world
export VERILOG_FILES = /design/flow/design.v
export SDC_FILE = /design/flow/constraint.sdc
export NUM_CORES = 4
export LEC_CHECK = 1
export CORE_UTILIZATION = 50

===== design/flow/design.v =====
`default_nettype none
module hello_world #(
    parameter FCLK = 100_000_000,
    parameter BAUD = 9600,
    parameter FREP = 2
) (
    input wire logic i_clk,
    output wire logic o_tx
);
  logic [7:0] msg [0:15];
  initial begin
    msg[0] = "H";
    msg[1] = "e";
    msg[2] = "l";
    msg[3] = "l";
    msg[4] = "o";
    msg[5] = " ";
    msg[6] = "W";
    msg[7] = "o";
    msg[8] = "r";
    msg[9] = "l";
    msg[10] = "d";
    msg[11] = "!";
    msg[12] = "\n";
    msg[13] = "\r";
    msg[14] = 0;
    msg[15] = 0;
  end
  logic tx_strobe;
  logic tx_start;
  logic tx_busy;
  logic [7:0] tx_data;
  logic [3:0] tx_msg_ptr;
  localparam LAST_CHAR = 14;
  initial tx_msg_ptr = LAST_CHAR;
  always_ff @(posedge i_clk) begin
    if (tx_strobe) begin
      tx_msg_ptr <= 0;
    end else if (tx_msg_ptr < LAST_CHAR && !tx_busy) begin
      tx_msg_ptr <= tx_msg_ptr + 1;
    end
  end
  always_comb begin
    tx_data = msg[tx_msg_ptr];
    tx_start = 0;
    if (tx_msg_ptr < LAST_CHAR) begin
      tx_start = 1;
    end
  end
  uart_tx #(.BAUD_DIV($rtoi(FCLK / BAUD))) uart_tx (
      .i_clk,
      .i_reset(1'b0),
      .i_data(tx_data),
      .i_start(tx_start),
      .o_busy(tx_busy),
      .o_tx
  );
  strobe_div #(.DIV($rtoi(FCLK / FREP))) strobe_div (
      .i_clk,
      .i_reset(1'b0),
      .o_strobe(tx_strobe)
  );
endmodule
`default_nettype none
module strobe_div #(
    parameter DIV = 10
) (
    input wire logic i_clk,
    input wire logic i_reset,
    output logic o_strobe
);
  if (DIV < 2) begin : param_check
    $error("DIV < 2: %d", DIV);
  end
  localparam WIDTH = $clog2(DIV);
  logic [WIDTH - 1:0] counter;
  initial counter = 0;
  always_ff @(posedge i_clk) begin
    if (counter == WIDTH'(DIV - 1) || i_reset) begin
      counter <= 0;
    end else begin
      counter <= counter + 1;
    end
  end
  assign o_strobe = counter == WIDTH'(DIV - 1);
endmodule
`default_nettype none
module uart_tx #(
    parameter BAUD_DIV = 3,
    parameter DATA_BITS = 8
) (
    input wire logic i_clk,
    input wire logic i_reset,
    input wire logic [DATA_BITS - 1:0] i_data,
    input wire logic i_start,
    output logic o_busy,
    output logic o_tx
);
  logic baud_strobe;
  logic strobe_reset;
  strobe_div #(.DIV(BAUD_DIV)) strobe_div (
      .i_clk,
      .i_reset(strobe_reset),
      .o_strobe(baud_strobe)
  );
  localparam BITS = DATA_BITS + 2;
  logic [BITS - 2:0] shift_reg;   
  initial shift_reg = 'b1;
  localparam IDLE = 0;
  localparam START_BIT = 1;
  localparam STOP_BIT = BITS;
  logic [$clog2(BITS + 1) - 1:0] state;   
  always_ff @(posedge i_clk) begin
    if (i_reset) begin
      state <= IDLE;
    end else if (state == IDLE && i_start) begin
      state <= START_BIT;
      shift_reg <= {i_data, 1'b0};
    end else if (baud_strobe) begin
      shift_reg <= {1'b1, shift_reg[BITS - 2: 1]};
      if (state == STOP_BIT) begin
        state <= IDLE;
      end else begin
        state <= state + 1;
      end
    end
  end
  always_comb begin
    strobe_reset = state == IDLE || i_reset;
    o_busy = state != IDLE;
    o_tx = shift_reg[0];
    if (state == IDLE) begin
      o_tx = 1'b1;
    end
  end
  initial begin
    state = IDLE;
  end
endmodule

===== design/flow/run.sh =====
#!/bin/bash
# OpenROAD 26Q1-2900-gdf79404cd8, Yosys 0.63+post, stock flow scripts
make -C /OpenROAD-flow-scripts/flow DESIGN_CONFIG=/design/flow/config.mk WORK_HOME=/design/flow/orfs finish

==> out/qor.csv <==
metric,value,unit
FF-to-FF path depth,5,
final cell count without fillers,364,
hold depth,1,
Hold Path Sink,strobe_div.counter[0],
Final Hold Fails,0,
Post-CTS Setup Bufs,0,
CP startpoint kind,flop,
crit path DAT,1.79,ns
Synth Area per Inst,9.24,µm²
Syn Inst Count,285,
remaining global-route overflow,0,
vias per cell,5.21,
post-synth cell types,40,
Post-Place Cells,348,
OpenROAD warning count,29,
Post-route DRC,0,
Row Count,26,
Max-cap violations,0,
Clock Path Buffers,2,
TritonCTS Buffers,9,
die height,74.6,µm
reg2reg start,uart_tx.strobe_div.counter[0],
Synth Register Bits,57,
fin crit share,77.8,%
Antenna Nets Post-Route,0,
clk latency late pin,0.33,ns
Max Slew Vio Count,0,
cells along the critical path,"nor4_4, or2_2, clkdlybuf4s50_1",
dominant logic cell type in the layout,dfxtp_1,
vias in the first global route,1717,
slew at the pin closest to its max-slew limit,0.565,ns
RSZ-0062 raised after global routing,no,
chip width,74.6,µm
Worst slew margin,62.2,%
Final Util,57.1,%
pre-CTS WS,0.891,ns
most frequent cells in the layout,"49 x dfxtp_1, 38 x nor2_1, 27 x nand2_1",
flop2flop setup slack,0.86,ns
Core Box Area,5070,µm²
initial antenna violation count,0,
worst IR drop on VDD,0.343,mV
crit path max fanout,9,
area delta synth->final,10.0,%
Fin Setup TNS,0,ns
HP Class,reg -> reg,
Core Util at FP,51.9,%
RR Endpoint,uart_tx.shift_reg[3],
hold_buf cts,0,
total number of vias,1895,
WL per Instance,12.0,µm
Buf/Inv on CP,1,
CTS root buf,clkbuf_8,
io pins,2,
Chip Area,5560,µm²
# H-tree levels,3,
post-layout minimum cycle time,2.41,ns
CP max stage delay,0.45,ns
outcome,"complete, no violations",
Mapped Area,2630,µm²
largest net degree at the start of global routing,18,
Hold Slack,0.449,ns
max reg flops,26,
final setup vio count,0,
total clock sinks,57,
drt pass-1 iters,4,
antenna diode count,0,
Total Routed Length,4360,µm
Lkg Pwr,1.12,nW
cell family with most CP delay,simple AND/OR/NAND/NOR gates,
CTS tree,built,
Post-CTS Resized,0,
sequential share of the synthesized area,46.4,%
layout cells sized above 1,8.50,%
port buffer count,1,
first-pass GRT wire length,7530,µm
# Cells Yosys,285,
Power Density,492,nW/µm²
critical path required time,2.48,ns
fmax,415,MHz
initial DRC count,58,
clock skew,0.00821,ns
RePlAce Congestion,0.805,
Final Worst Setup Slack,0.689,ns
Worst-path clk slew,0.06,ns
CP Capture Type,output port,
GRT Util Overall,17.8,%
Yosys Chip Area,2630,µm²
HPWL Detailed,3040,µm
hold path start,strobe_div.counter[0],
Yosys warnings,4,
CP Class,reg -> out,
slowest cell on the critical path,clkdlybuf4s50_1,
-- routing by layer --
metal	vias to the layer above	part of all wire [%]	global-route usage, %	wire length (µm)
met1	859	51	27.7	2240
met4	0	2.1	3.98	91
met5	-	0	0	0
met2	16	44	27.4	1940
met3	10	2.0	2.47	88
li1	1010	-	-	-
-- power by group --
group | internal (mW) | leakage (nW) | switching, mW | total [mW]
Sequential | 0.747 | 0.488 | 0 | 0.747
Combinational | 0 | 0.523 | 0 | 0.000000523
Clock | 0.404 | 0.105 | 0.273 | 0.677
Total | 1.15 | 1.12 | 0.273 | 1.42
-- layout make-up --
class | count | area (µm²)
Inverter | 10 | 37.5
Clock buffer | 15 | 198
Tap cell | 70 | 87.6
Multi-Input combinational cell | 209 | 1330
Timing Repair Buffer | 2 | 17.5
Fill cell | 455 | 2180
Sequential cell | 57 | 1220
Clock inverter | 1 | 5.00
-- kinds of logic (layout without fill, tap and decap cells) --
family | after synthesis | count (layout) | synth area share [%]
xor+xnor | 35 | 35 | 11.6
simple gates | 132 | 132 | 26.9
fa+ha+maj | 8 | 8 | 3.80
mux | 2 | 2 | 1.24
flops | 57 | 57 | 46.4
compound gates | 32 | 32 | 6.94
buf+inv | 19 | 28 | 3.09
-- cells in the mapped netlist (all sizes together) --
cell type | n | area (µm²)
ha | 8 | 100
and3 | 11 | 68.8
a211oi | 1 | 7.51
a21oi | 8 | 40.0
nand4 | 13 | 93.8
buf | 3 | 21.3
mux2i | 1 | 10.0
inv | 10 | 37.5
a31oi | 1 | 6.26
nor3b | 1 | 7.51
or4 | 1 | 11.3
nor4bb | 1 | 10.0
o22a | 1 | 8.76
nor4 | 3 | 55.1
nor2 | 38 | 143
nand4b | 1 | 8.76
dfxtp | 49 | 981
mux4 | 1 | 22.5
and4 | 3 | 26.3
nor3 | 4 | 20.0
edfxtp | 8 | 240
o21a | 1 | 7.51
a41oi | 1 | 8.76
clkbuf | 6 | 22.5
xnor2 | 14 | 123
nor2b | 3 | 18.8
xor2 | 21 | 184
or2 | 2 | 15.0
a31o | 1 | 8.76
o211ai | 2 | 15.0
and2 | 1 | 6.26
o21ai | 16 | 80.1
nand3 | 21 | 105
nand2 | 27 | 101
nor4b | 2 | 17.5
-- worst max path at each step --
| stage | to | cells past startpoint | startpoint | slack (ns) |
|---|---|---|---|---|
| 5_1_grt | o_tx | 3 | uart_tx.state[0] | 0.58 |
| 4_1_cts | o_tx | 3 | uart_tx.state[0] | 0.68 |
| 6_report | o_tx | 3 | uart_tx.state[0] | 0.69 |
-- per-stage QoR --
stage                     total power, mW  cell area [µm²]
after floorplan                     0.763             2630
after global placement              0.763             2690
after detailed placement            0.763             2690
after CTS                            1.44             2900
after global routing                 1.47             2900
final                                1.42             2900
No activity file was given, so power comes from the tool's default toggle rates.
